### ./run.sh
#!/bin/bash
# OpenROAD 26Q1-2900-gdf79404cd8, Yosys 0.63+post, stock flow scripts
make -C /OpenROAD-flow-scripts/flow DESIGN_CONFIG=/design/flow/config.mk WORK_HOME=/design/flow/orfs finish
### ./config.mk
export PLATFORM = sky130hd
export DESIGN_NAME = Blinky
export DESIGN_NICKNAME = Blinky
export VERILOG_FILES = /design/flow/design.v
export SDC_FILE = /design/flow/constraint.sdc
export NUM_CORES = 4
export LEC_CHECK = 1
export CORE_UTILIZATION = 40
### ./constraint.sdc
current_design Blinky

set clk_period 6.6
set clk_io_pct 0.2

create_clock -name clk0 -period $clk_period [get_ports {clock_in}]

set non_clock_inputs [all_inputs -no_clocks]
set_input_delay [expr $clk_period * $clk_io_pct] -clock clk0 $non_clock_inputs
set_output_delay [expr $clk_period * $clk_io_pct] -clock clk0 [all_outputs]
### ./design.v
`timescale 1ns / 1ps
module Blinky (clock_in, clock_out);
 input clock_in;  
 output [15:0]clock_out;  
 reg [31:0] counter_out;  
 reg [15:0]clock_out;  
 initial begin
 counter_out<=32'h00000000;  
 clock_out<=0;
 end
 always @(posedge clock_in)
 begin
 counter_out<=counter_out + 32'h00000001;  
 if (counter_out>32'd1000000000)  
 begin
 counter_out<=32'h00000000;  
 clock_out <= ~clock_out;  
 end
 end
 endmodule
==> impl_metrics.tcl <==
# metrics dict for downstream scripts
set metrics [dict create \
    chipArea_sq_mm 0.00549 \
    clock_skew_ns 0.0103 \
    power_leakage_nw 0.849 \
    seqPwrFrac 0.582 \
    worst_pin_slew_ns 0.630 \
    maxCapViolCount 0 \
    max_freq_mhz 411 \
    utilization 0.495 \
    hpwl_mm 2.09 \
    area.growth.synth_to_final_pct 15.5 \
    fin_cells 294 \
    cp.arrival_ns 1.11 \
    period_minus_slack_ns 2.43 \
    maxSlewHeadroom 0.579 \
    pwr_density_cell_mw_per_mm2 232 \
    max_stage_delay_ns 0.46 \
    place_area_sq_mm 0.00228 \
    antenna_found_initial 0 \
    port_buffers 16 \
    ys_ff 48 \
    grt_max_degree 26 \
    gp_congestion 0.788 \
    max-vdd-ir-drop_mv 0.0989 \
    num_vias 1336 \
    status "complete, no violations" \
    max-clock-path-buffers 2 \
    cts.sinks 48 \
    switching_power_uw 111 \
    min_period_over_period 0.369 \
    drt_iter0_drc 43 \
    post_cts_buffers 0 \
    drive_gt1_frac 0.0925 \
    cp_max_fo 2 \
    clockRootBuffer "clkbuf_8" \
    cts_resized 0 \
    synthCells 206 \
    crit_family "buffers and inverters" \
    design_area_sq_mm 0.00240 \
    crit_path_start_kind "flip-flop" \
    track_usage 0.130 \
    syn_area_sq_mm 0.00208 \
    ys_area_sq_mm 0.00208 \
    htree_levels 2 \
    wl_per_cell_um 10.7 \
    synth_cell_types 33 \
    drc_errors 0 \
    n_antenna_cell 0 \
    core_sq_mm 0.00485 \
    ioPinCount 17 \
    yosysCellCount 206 \
    comb_power_share 0.049 \
    rsz0062_at_grt "no" \
    grt-ovfl-total 0 \
    drt-total-wl_mm 3.13 \
    critPathBufInv 1 \
    postCtsHoldBufs 0 \
    clkPwrFrac 0.369 \
    postRouteAntennaNets 0 \
    n_fill_cell 439 \
    holdCritPathClass "reg2reg" \
    drv_slew 0 \
    num_rows 25 \
    switching_share 0.199 \
    syn_avg_cell_area_sq_um 10.1 \
    ys_seq_frac 0.539 \
    cpMaxStageDelayCell "clkdlybuf4s50_1" \
    cts_buffers 5 \
    ys.warnings.count 1 \
    worstPathRequired_ns 5.28 \
    internal_power_uw 446 \
    first_global_vias 1164 \
    die_x_um 74.1 \
    cp-end-kind "output port" \
    setup_tns_ns 0 \
    via_per_inst 4.54 \
    cp_cell_sequence "clkdlybuf4s50_1" \
    path_clk_slew_ns 0.09 \
    tool_warnings 26 \
    initCoreUtil 0.429 \
    power_uw 557 \
    clkLatencyLatePin_ns 0.30 \
    cts_tree "done" \
    finalSetupViolCount 0 \
    hold_violations 0 \
    place_inst 286 \
    critPathKind "reg2out" \
    dr.pass1.iters 4 \
    die_y_um 74.1 \
    grt_pass1_wl_mm 5.41 \
]
-- tightest hold or removal path: cells and delay by family, from the launching register on --
family | cells | cell delay, ns
AND-OR/OR-AND | 1 | 0.05
flip-flops | 1 | 0.33
AND/OR/NAND/NOR | 1 | 0.06
-- routing by layer --
metal,GRT usage,routed length [um]
met4,0.0171,50
met1,0.213,1710
met2,0.188,1230
met3,0.0302,144
met5,0,0
-- cell usage in the layout, fill, tap and decap left out, types with 2 or more instances in the layout --
cell type / n
nor3_1: 9
nor2_1: 32
inv_1: 22
nand4_1: 4
or4_1: 3
edfxtp_1: 16
nor4_1: 4
xnor2_1: 23
clkbuf_8: 6
xor2_1: 4
conb_1: 2
dfxtp_1: 32
clkdlybuf4s50_1: 16
o21ai_0: 2
nand2_1: 12
nor4_2: 2
and3_1: 5
nand3_1: 9
ha_1: 2
nor2_2: 6
-- stage by stage --
step / hold WS (ns) / worst slack (ns)
3_5_place_dp: 0.448 / 4.24
6_report: 0.461 / 4.17
5_1_grt: 0.502 / 4.03
2_1_floorplan: 0.429 / 4.80
3_3_place_gp: 0.449 / 4.26
4_1_cts: 0.467 / 4.15
-- registers in the layout, summed over array words and instances (netlist names) --
name and cells:
counter_out 32, clock_out 16
-- cells by family after synthesis --
group           after synthesis  share of synthesized area
buf+inv                      27                     0.0638
flops                        48                      0.539
simple gates                 94                      0.242
fa+ha+maj                     2                     0.0120
compound gates                7                     0.0271
other cells                   1                    0.00180
xor+xnor                     27                      0.114
-- cell type report --
cell class	instances	area (sq um)	share of cell area
Sequential cell	48	1120	0.467
Multi-Input combinational cell	132	828	0.345
Inverter	22	82.6	0.0344
Timing Repair Buffer	17	168	0.0699
Tap cell	67	83.8	0.0349
Clock inverter	1	8.76	0.00365
Clock buffer	7	108	0.0448
-- power by group through the flow --
stage | registers, mW | clock network (mW) | logic, mW
after CTS | 0.325 | 0.213 | 0.0284
final | 0.324 | 0.205 | 0.0274
after global routing | 0.326 | 0.227 | 0.0318
-- final timing paths --
kind | cells past startpoint | end | from | slack, ns
max reg2reg | 5 | clock_out[10]$_DFFE_PN_ | counter_out[19]$_SDFF_PN0_ | 4.28
max | 1 | clock_out[7] | clock_out[7]$_DFFE_PN_ | 4.17
min | 2 | counter_out[29]$_SDFF_PN0_ | counter_out[29]$_SDFF_PN0_ | 0.46
min reg2reg | 2 | counter_out[29]$_SDFF_PN0_ | counter_out[29]$_SDFF_PN0_ | 0.46
-- cell usage after synthesis --
library cell  number  area, sq um
dfxtp_1           32          641
nor2_1            32          120
xnor2_1           23          201
inv_1             22         82.6
edfxtp_1          16          480
nand2_1           12         45.0
nand3_1            9         45.0
nor3_1             9         45.0
nor2_2             6         37.5
and3_1             5         31.3
buf_6              4         45.0
nand4_1            4         25.0
nor4_1             4         25.0
xor2_1             4         35.0
or4_1              3         22.5
ha_1               2         25.0
nor4_2             2         25.0
o21ai_0            2         10.0
a21boi_4           1         18.8
a21oi_1            1         5.00
a311oi_1           1         8.76
a31oi_1            1         6.26
and2_1             1         6.26
and2b_1            1         7.51
and4_1             1         8.76
and4_2             1         10.0
buf_2              1         5.00
conb_1             1         3.75
nand4_2            1         12.5
nor4_4             1         21.3
nor4b_1            1         8.76
o211ai_1           1         7.51
or3_1              1         6.26
No activity file was given, so power comes from the tool's default toggle rates.
